[run.sh]
#!/bin/bash
# OpenROAD 26Q1-2900-gdf79404cd8, Yosys 0.63+post, stock flow scripts
make -C /OpenROAD-flow-scripts/flow DESIGN_CONFIG=/design/flow/config.mk WORK_HOME=/design/flow/orfs finish
[config.mk]
export PLATFORM = sky130hd
export DESIGN_NAME = DigitalClock
export DESIGN_NICKNAME = DigitalClock
export VERILOG_FILES = /design/flow/design.v
export SDC_FILE = /design/flow/constraint.sdc
export NUM_CORES = 4
export LEC_CHECK = 1
export CORE_UTILIZATION = 40
[constraint.sdc]
current_design DigitalClock

set clk_period 9.5
set clk_io_pct 0.2

create_clock -name clk0 -period $clk_period [get_ports {clk}]

set non_clock_inputs [all_inputs -no_clocks]
set_input_delay [expr $clk_period * $clk_io_pct] -clock clk0 $non_clock_inputs
set_output_delay [expr $clk_period * $clk_io_pct] -clock clk0 [all_outputs]
[design.v]
`timescale 1ns / 1ps
module ClockDivider(
    input clk,                                           
    input reset,                                         
    input [31:0] divide_by,                              
    output reg pulse_out                                 
);
    reg [31:0] count = 0;
    always @(posedge clk or posedge reset) begin
        if (reset) begin
            count <= 0;                                  
            pulse_out <= 0;                              
        end else if (count == divide_by) begin
            count <= 0;                                  
            pulse_out <= 1;                              
        end else begin
            count <= count + 1;                          
            pulse_out <= 0;                              
        end
    end
endmodule
`timescale 1ns / 1ps
module DigitalClock(
    input clk,                                           
    input reset,                                         
    input [31:0] clock_frequency,                        
    output reg [3:0] sec_ones,                           
    output reg [3:0] sec_tens,                           
    output reg [3:0] min_ones,                           
    output reg [3:0] min_tens,                           
    output reg [3:0] hour_ones,                          
    output reg [3:0] hour_tens                           
);
    parameter MAX_SECONDS = 59;                          
    parameter MAX_MINUTES = 59;                          
    parameter MAX_HOURS = 23;                            
    reg [31:0] clk_count = 0;                            
    reg [31:0] one_sec_count = 0;                        
    reg [5:0] seconds = 0;                               
    reg [5:0] minutes = 0;                               
    reg [4:0] hours = 0;                                 
    wire one_sec_pulse;
    ClockDivider clk_divider (
        .clk(clk),
        .reset(reset),
        .divide_by(clock_frequency - 1),
        .pulse_out(one_sec_pulse)                       
    );
    always @(posedge reset or posedge clk) begin
        if (reset) begin
            one_sec_count <= clock_frequency - 1;
        end
    end
    always @(posedge clk or posedge reset) begin
        if (reset) begin
            seconds <= 0;
            minutes <= 0;
            hours <= 0;
        end else if (one_sec_pulse) begin
            if (seconds == MAX_SECONDS) begin
                seconds <= 0;
                if (minutes == MAX_MINUTES) begin
                    minutes <= 0;
                    if (hours == MAX_HOURS) begin
                        hours <= 0;
                    end else begin
                        hours <= hours + 1;
                    end
                end else begin
                    minutes <= minutes + 1;
                end
            end else begin
                seconds <= seconds + 1;
            end
        end
    end
    always @(*) begin
        sec_ones = seconds % 10;                         
        sec_tens = seconds / 10;                         
        min_ones = minutes % 10;                         
        min_tens = minutes / 10;                         
        hour_ones = hours % 10;                          
        hour_tens = hours / 10;                          
    end
endmodule
==> run notes <==
Outcome
- **run status** finished clean

Timing
- **Worst Max-Slew Pin Slew** 0.781 ns
- **Slew Limit Headroom** 47.6%
- **fraction of the cycle the final worst path needs** 57.8%
- **final number of max-transition violations** 0
- **tightest hold margin** 0.498 ns
- **Fin. Hold Viols** 0
- **maximum clock skew at final layout** 0.00845 ns
- **clock period minus final worst setup slack** 5.49 ns
- **final-report setup violation count** 0
- **peak clock frequency supported by timing** 182 MHz
- **unrepaired setup endpoints after global routing** false
- **setup_tns** 0 ns

Synthesis
- **count of flip-flops with a built-in enable after synthesis** 0
- **top cells by area** sky130_fd_sc_hd__dfrtp_1 27%, sky130_fd_sc_hd__xnor2_1 9.5%, sky130_fd_sc_hd__a21oi_2 5.8%
- **Syn Area/Cell** 8.41 sq um
- **most common flop cell mapped by yosys** sky130_fd_sc_hd__dfrtp_1
- **yosys synthesis chip area** 4690 sq um
- **post-synthesis cell area** 4690 sq um
- **post-synth top area cell** sky130_fd_sc_hd__dfrtp_1
- **number of warnings issued by yosys** 3
- **cell count after synthesis** 558
- **flops out of synthesis** 50
- **Yosys cell types** 69
- **sequential-to-total area share from yosys stat** 26.7%
- **proportion of synthesized flip-flops having asynchronous set or reset** 100%
- **top post-synthesis cells by count** 51 x sky130_fd_sc_hd__xnor2_1, 50 x sky130_fd_sc_hd__dfrtp_1, 43 x sky130_fd_sc_hd__nand2_1
- **Yosys top cell area share** 26.7%
- **post-synthesis cell type with the largest instance count** sky130_fd_sc_hd__xnor2_1
- **number of cell instances after yosys synthesis** 558

Worst setup path
- **maximum net fanout on the critical path** 33
- **Worst Path Required** 9.72 ns
- **slowest cell on the critical path** sky130_fd_sc_hd__clkdlybuf4s50_1
- **Crit Path Class** in2reg
- **ordered cell list for the critical path** clkdlybuf4s50_1 -> inv_1 -> ha_1 -> nor4b_4 -> and4_1 -> xnor2_1 -> nor4_1 -> o211ai_1 -> nor4_4 -> buf_4 -> and2_1
- **startpoint types** input port
- **worst stage delay on the critical path** 0.55 ns
- **critical path capture point type** flip-flop
- **sum of buffers and inverters on the critical path** 3
- **CP top delay family** simple AND/OR/NAND/NOR gates
- **CP arrival** 5.71 ns

Placement
- **global placer's final weighted congestion** 0.851
- **total placed cells including tap cells** 728
- **Buffers on Ports** 53
- **Detail Placement HPWL** 7550 um
- **cell area after placement** 5240 sq um

Worst hold path
- **Hold Path Class** reg2reg

Floorplan
- **core area** 11,400 sq um
- **Initial Utilization** 41.1%
- **Chip Area** 12,200 sq um
- **num ports** 58
- **Vert. Die Dim** 110 um
- **die span in x** 110 um
- **number of rows in the core area** 39

Power
- **net switching component of the power** 102 uW
- **design internal power** 350 uW
- **areal power density over the cells** 83.6 nW/um^2
- **maximum VDD drop** 0.0769 mV
- **power share of the clock group** 41.4%
- **LEAKAGE** 0.00200 uW
- **Logic pwr share** 11.5%
- **total power consumption of the routed design** 452 uW
- **Switching Share** 22.6%
- **Seq pwr share** 47.1%

Clocking
- **CTS Buf Count** 5
- **post-CTS setup repair buffer count** 0
- **CTS Root Cell** sky130_fd_sc_hd__clkbuf_16
- **maximum clock insertion buffer count** 2
- **H-tree levels** 2
- **TritonCTS clock tree** done
- **hold-fix buffers at CTS** 0
- **clk sinks** 50
- **CTS resizes** 0
- **insertion delay at the late pin of the worst-skew pair** 0.28 ns
- **Clk pin slew, worst setup/hold paths** 0.07 ns

Route
- **Pre-antenna DRT Iters** 4
- **average wire length per cell after detail routing** 13.5 um
- **number of DRC markers after the initial detailed-route iteration** 252
- **post-detailed-route count of antenna-violating nets** 0
- **vias** 3,966
- **DRT Wirelength** 9910 um
- **DR DRC count** 0
- **detailed-route vias per instance** 5.39
- **diode insertion count for antenna repair** 0

Global route
- **pin count of the biggest net entering global routing** 51
- **leftover overflow at the end of global routing** 0
- **number of global-route vias before repair** 3,473
- **total global-route track usage** 17.3%
- **antenna violations before repair** 0
- **global-route wire length before repair** 16,500 um

Cells and area
- **Final Non-Filler Cells** 736
- **share of post-route cells with drive strength above 1** 10.5%
- **number of fill cells** 1,102
- **Area growth syn-to-layout** 15.2%
- **final instance area** 5410 sq um

Flow run
- **number of maximum-capacitance violations** 0
- **total tool warning count** 36

-- registers in the layout, summed over array words and instances, names as in the netlist --
register / count
clk_divider.count: 32
minutes: 6
seconds: 6
hours: 5
clk_divider.pulse_out: 1
-- layer usage --
metal | up-vias | track usage (%) | wire (um)
met2 | 50 | 27.6 | 4670
li1 | 2052 | - | -
met1 | 1860 | 26.8 | 4930
met5 | - | 0 | 0
met3 | 4 | 1.98 | 251
met4 | 0 | 1.32 | 53
-- cell families (layout without fill, tap and decap cells) --
family,Yosys count,after routing,synth area share [%]
simple gates,227,227,27.4
compound gates,113,113,17.3
xor+xnor,79,79,14.7
buf+inv,59,91,6.50
flops,50,50,26.7
fa+ha+maj,22,22,5.76
mux,7,7,1.52
other cells,1,4,0.0799
-- power by group through the flow --
stage | clock [uW] | combinational (uW) | sequential [uW]
after CTS | 193 | 52.5 | 213
after global routing | 204 | 57.5 | 213
final | 187 | 52.0 | 213
-- area by class of cell --
cell class,count,area (sq um),area share (%)
Clock inverter,1,8.76,0.162
Sequential cell,50,1250,23.1
Inverter,26,97.6,1.81
Clock buffer,7,153,2.82
Timing Repair Buffer,57,561,10.4
Multi-Input combinational cell,452,3160,58.4
Tap cell,143,179,3.31
-- cell usage in the layout, fill, tap and decap left out, types with 3 or more instances in the layout --
master,Yosys,layout
sky130_fd_sc_hd__o21ai_0,24,24
sky130_fd_sc_hd__a31oi_1,4,4
sky130_fd_sc_hd__a21o_1,6,6
sky130_fd_sc_hd__nor4_1,14,14
sky130_fd_sc_hd__conb_1,1,4
sky130_fd_sc_hd__and2_1,4,4
sky130_fd_sc_hd__clkdlybuf4s50_1,0,53
sky130_fd_sc_hd__nand4_1,16,16
sky130_fd_sc_hd__a41oi_1,3,3
sky130_fd_sc_hd__nor3b_1,3,3
sky130_fd_sc_hd__and4_1,5,5
sky130_fd_sc_hd__nand2b_1,9,9
sky130_fd_sc_hd__and3_1,6,6
sky130_fd_sc_hd__or4_1,5,5
sky130_fd_sc_hd__nand3b_1,4,4
sky130_fd_sc_hd__or3_1,5,5
sky130_fd_sc_hd__inv_1,26,25
sky130_fd_sc_hd__a21oi_2,31,30
sky130_fd_sc_hd__nor2_1,39,39
sky130_fd_sc_hd__clkbuf_16,0,5
sky130_fd_sc_hd__xor2_1,28,28
sky130_fd_sc_hd__dfrtp_1,50,50
sky130_fd_sc_hd__o211ai_1,3,3
sky130_fd_sc_hd__nor2b_1,9,9
sky130_fd_sc_hd__buf_4,10,4
sky130_fd_sc_hd__nand2_1,43,43
sky130_fd_sc_hd__nand4b_1,4,4
sky130_fd_sc_hd__a21oi_1,15,15
sky130_fd_sc_hd__o31ai_1,4,4
sky130_fd_sc_hd__or4b_2,3,3
sky130_fd_sc_hd__nand3_1,26,26
sky130_fd_sc_hd__xnor2_1,51,51
sky130_fd_sc_hd__mux2i_1,6,6
sky130_fd_sc_hd__nor3_1,17,17
sky130_fd_sc_hd__ha_1,20,20
-- stage by stage --
stage | utilization, % | setup WS [ns]
2_1_floorplan | - | 5.02
3_3_place_gp | 45.9 | 3.78
3_5_place_dp | 45.9 | 3.78
4_1_cts | 47.3 | 4.09
5_1_grt | 47.3 | 3.80
6_report | 47.3 | 4.01
-- worst register-to-register path: stages, from the launching register on --
cell	delay (ns)
sky130_fd_sc_hd__dfrtp_1	0.46
sky130_fd_sc_hd__xnor2_1	0.29
sky130_fd_sc_hd__xnor2_1	0.09
sky130_fd_sc_hd__or4b_2	0.60
sky130_fd_sc_hd__a31oi_1	0.27
sky130_fd_sc_hd__nand4_1	0.19
sky130_fd_sc_hd__nor4_4	0.28
sky130_fd_sc_hd__buf_4	0.48
sky130_fd_sc_hd__and2_1	0.21
-- worst paths after layout --
check | start | to | slack [ns] | cells after the start
max | clock_frequency[0] | clk_divider.pulse_out | 4.01 | 11
min | clk_divider.count[0] | clk_divider.count[0] | 0.50 | 1
max reg2reg | clk_divider.count[10] | clk_divider.pulse_out | 6.56 | 8
min reg2reg | clk_divider.count[0] | clk_divider.count[0] | 0.50 | 1
max in group asynchronous | reset | clk_divider.count[21] | 6.96 | 3
min in group asynchronous | reset | minutes[0] | 2.10 | 3
Power figures rest on the tool's default switching activity, not on a simulated workload.
